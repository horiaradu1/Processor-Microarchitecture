[./config.mk]
export PLATFORM = sky130hd
export DESIGN_NAME = Stump_ALU
export DESIGN_NICKNAME = Stump_ALU
export VERILOG_FILES = /design/flow/design.v
export SDC_FILE = /design/flow/constraint.sdc
export NUM_CORES = 4
export LEC_CHECK = 1
export CORE_UTILIZATION = 40
[./constraint.sdc]
current_design Stump_ALU

set clk_period 9.7
set clk_io_pct 0.2

create_clock -name clk0 -period $clk_period

set non_clock_inputs [all_inputs -no_clocks]
set_input_delay [expr $clk_period * $clk_io_pct] -clock clk0 $non_clock_inputs
set_output_delay [expr $clk_period * $clk_io_pct] -clock clk0 [all_outputs]
[./design.v]
`default_nettype none
module Stump_ALU (input  wire [15:0] operand_A,		 
                  input  wire [15:0] operand_B,		 
		          input  wire [ 2:0] func,			 
		          input  wire        c_in,			 
		          input  wire        csh,  			 
		          output reg  [15:0] result,		 
		          output reg  [ 3:0] flags_out);	 
reg C14, C15;  
always @ (*)
begin
	case (func)
		3'b000:  
		begin
			result = operand_A + operand_B;
			flags_out[3] = (result[15] == 1);
			flags_out[2] = (result == 16'b0000_0000_0000_0000);
			C14 = ((operand_A[15] ^ operand_B[15]) != result[15]);
			C15 = (operand_A[15] & operand_B[15]) | (operand_A[15] & C14) | (operand_B[15] & C14);
			flags_out[1] = (C14 != C15);
			flags_out[0] = C15;
		end
		3'b001:  
		begin
			result = operand_A + operand_B + c_in;
			flags_out[3] = (result[15] == 1);
			flags_out[2] = (result == 16'b0000_0000_0000_0000);
			C14 = ((operand_A[15] ^ operand_B[15]) != result[15]);
			C15 = (operand_A[15] & operand_B[15]) | (operand_A[15] & C14) | (operand_B[15] & C14);
			flags_out[1] = (C14 != C15);
			flags_out[0] = C15;
		end
		3'b010:  
		begin
			result = operand_A + ~operand_B + 1;
			flags_out[3] = (result[15] == 1);
			flags_out[2] = (result == 16'b0000_0000_0000_0000);
			C14 = ((operand_A[15] ^ (~operand_B[15])) != result[15]);
			C15 = (operand_A[15] & (~operand_B[15])) | (operand_A[15] & C14) | ((~operand_B[15]) & C14);
			flags_out[1] = (C14 != C15);
			flags_out[0] = ~C15;
		end
		3'b011:  
		begin
			result = operand_A + ~operand_B + {15'b0, ~c_in} ;
			flags_out[3] = (result[15] == 1);
			flags_out[2] = (result == 16'b0000_0000_0000_0000);
			C14 = ((operand_A[15] ^ (~operand_B[15])) != result[15]);
			C15 = (operand_A[15] & (~operand_B[15])) | (operand_A[15] & C14) | ((~operand_B[15]) & C14);
			flags_out[1] = (C14 != C15);
			flags_out[0] = ~C15;
		end
		3'b100:  
		begin
			result = operand_A & operand_B;
			flags_out[3] = (result[15] == 1);
			flags_out[2] = (result == 16'b0000_0000_0000_0000);
			flags_out[1] = 1'b0;
			flags_out[0] = csh;
		end
		3'b101:  
		begin
			result = operand_A | operand_B;
			flags_out[3] = (result[15] == 1);
			flags_out[2] = (result == 16'b0000_0000_0000_0000);
			flags_out[1] = 1'b0;
			flags_out[0] = csh;
		end
		default:
		begin
			result = 16'bx;
			flags_out = 4'bx;
		end
	endcase
end
endmodule
`default_nettype wire
[./run.sh]
#!/bin/bash
# OpenROAD 26Q1-2900-gdf79404cd8, Yosys 0.63+post, stock flow scripts
make -C /OpenROAD-flow-scripts/flow DESIGN_CONFIG=/design/flow/config.mk WORK_HOME=/design/flow/orfs finish
==> GITHUB_STEP_SUMMARY <==
## Synthesis and layout report

| Metric | Value |
|---|---|
| Yosys stat cell total | `627` |
| Grt ovf | `0` |
| Area Overhead vs Synth | `14.9%` |
| Initial antenna violation count | `0` |
| First-pass GRT wire length | `26,300 um` |
| Max-area cell share | `15.0%` |
| IO Pins | `57` |
| Rel. slew slack | `47.3%` |
| Hold_buf cts | `0` |
| Wire length per cell | `21.9 um` |
| Final HPWL DP | `14,300 um` |
| Post-synthesis sequential area ratio | `0%` |
| Tightest Pin Transition | `0.788 ns` |
| Post-cts gate resize count | `0` |
| Iteration tally of the first detailed-router pass | `5` |
| Seq Cell Count | `0` |
| Cell Pwr Density | `81.0 nW/um^2` |
| Synthesis warning total | `1` |
| Worst Setup SP | `operand_A[8]` |
| Top cells, area | `ha_1 15%, a21oi_1 9.2%, xnor2_1 7.1%` |
| Routed wire length | `17,300 um` |
| Synth cell types | `71` |
| Crit path DAT | `7.18 ns` |
| Clock Buffer Count | `0` |
| Vias in the first global route | `4,473` |
| Synth area leader | `ha_1` |
| Worst hold-check path type | `in2out` |
| Std-Cell Rows | `36` |
| Fmax | `110 MHz` |
| FF/Latch Area | `0 um^2` |
| Total Power | `0.000389 W` |
| # setup viols final | `0` |
| Die width | `104 um` |
| Slew Viols, Final | `0` |
| Crit. End Element | `primary output` |
| Critical path class | `in2out` |
| Max_cap viols | `0` |
| All-layer global routing usage | `32.3%` |
| Final Wtd Congestion | `1.03` |
| Die height | `104 um` |
| Initial DRC Count | `between 400 and 500` |
| Yosys top cell by instances | `a21oi_1` |
| Syn Inst Count | `627` |
| Fp_density | `42.0%` |
| Largest net degree at the start of global routing | `around 54` |
| # port buffers | `roughly 57` |
| ANT cells | `0` |
| Pleak | `1.94 nW` |
| Final Hold Vio Count | `0` |
| Crit path DRT | `between 7 and 8 ns` |
| Yosys stat area | `about 4200 um^2` |
| Netlist Area Pre-Place | `4180 um^2` |
| Die Size | `10,900 um^2` |
| Setup bufs post-CTS | `0` |
| Share of layout cells above drive strength 1 | `3.51%` |
| Via Count | `4,929` |
| RSZ-0062 raised after global routing | `false` |
| Core Area | `9950 um^2` |
| Worst vdd ir | `between 0.00004 and 0.00005 V` |
| Worst setup SP type | `primary input` |
| Fin crit share | `94.0%` |
| Hold depth | `4` |
| Via/cell ratio | `roughly 6.2` |
| OpenROAD warnings | `about 69` |
| Critical path fanouts, max | `13` |
| ANT nets after route | `0` |
| Setup tns final | `0 ns` |
| Commonest cells in the netlist | `77 x a21oi_1, 62 x nor2_1, 55 x inv_1` |
| CP endpoint | `flags_out[2]` |
| Fillers | `995` |
| Period minus WS final | `9.12 ns` |
| Drt drc | `0` |
| Status | `completed` |
| Mean Syn Cell Area | `6.67 um^2` |
[routing by layer]
| layer | wire length (um) | up-vias | global-route usage [%] | share of wire [%] |
|---|---|---|---|---|
| li1 | - | 2356 | - | - |
| met3 | 1590 | 12 | 7.15 | 9.2 |
| met2 | 7850 | 234 | 51.6 | 45 |
| met4 | 188 | 0 | 3.47 | 1.1 |
| met5 | 0 | - | 0 | 0 |
| met1 | 7660 | 2327 | 46.3 | 44 |
[critical path, stage by stage]
cell and delay [ns]:
clkdlybuf4s50_1 0.50, inv_1 0.05, ha_1 0.61, clkinv_1 0.37, a21oi_1 0.36, o31ai_1 0.11
nand3_1 0.11, a21oi_1 0.08, nor2_1 0.11, nor2_1 0.05, nor2_1 0.16, o21ai_0 0.16
fa_1 0.49, or4_1 0.47, a2111oi_0 0.40, nand4_1 0.14, a311oi_1 0.27, nand4_1 0.17
o2111ai_2 0.11, clkdlybuf4s50_1 0.51
[cells by family after synthesis]
group | after synthesis | share of synthesized area [%]
multiplexers | 11 | 2.69
buffers and inverters | 93 | 8.86
AND-OR/OR-AND | 214 | 33.9
AND/OR/NAND/NOR | 203 | 24.6
XOR/XNOR | 44 | 9.22
adder cells (fa/ha/maj) | 62 | 20.7
[layout by cell type, fill, tap and decap left out, types with 6 or more instances in the layout]
cell type	Yosys	routed
a21oi_1	77	77
nor2_1	62	62
clkdlybuf4s50_1	0	56
inv_1	55	55
ha_1	50	50
nand2_1	44	44
xnor2_1	34	34
o21ai_0	29	29
a211oi_1	19	19
nand3_1	15	15
nand4_1	14	14
fa_1	12	12
nor3_1	11	11
nor4_1	11	11
xor2_1	10	10
mux2i_1	9	9
o211ai_1	9	9
and3_1	8	8
or4_1	6	6
[where the power goes]
group | total (W) | internal (W) | switching (W)
logic | 0.000389 | 0.000160 | 0.000229
clock network | 0 | 0 | 0
registers | 0 | 0 | 0
[layout make-up]
type	count	area, um^2	area share (%)
multi-input combinational	534	3810	79.3
timing repair buffer	62	603	12.6
inverter	60	225	4.69
tap	133	166	3.46
[stage by stage]
step | util [%] | hold WS, ns | instances | instance area [um^2] | setup slack (ns)
2_1_floorplan | - | 3.99 | 627 | 4180 | 2.25
3_3_place_gp | 48.3 | 5.00 | 789 | 4800 | 0.814
3_5_place_dp | 48.3 | 4.99 | 789 | 4800 | 0.631
4_1_cts | 48.3 | 5.00 | 789 | 4800 | 0.643
5_1_grt | 48.3 | 5.09 | 789 | 4800 | 0.204
6_report | 48.3 | 4.99 | 789 | 4800 | 0.582
[worst min-delay path by stage]
stage                 startpoint      endpoint  slack (ns)
after global routing         csh  flags_out[0]        5.09
after CTS                    csh  flags_out[0]        5.00
final                        csh  flags_out[0]        4.99
Power and IR drop assume default switching activity.
