## design.v

```verilog
`default_nettype none
module Stump_FSM (input  wire	     clk,	     
                  input  wire	     rst,	     
                  input  wire [2:0]  opcode,     
                  output reg  [1:0]  state);	 
reg [1:0] current_state, next_state;
always @ (*)
    case (current_state)
        0:      next_state = 1;
        1:    if (opcode == 6)   next_state = 2;
                     else                   next_state = 0;
        2:     next_state = 0;
        default:     next_state = 2'bxx;
    endcase
always @ (posedge clk, posedge rst)
    begin
        if (rst)
            current_state <= 0;
        else
            current_state <= next_state;
    end
always @ (*)
    begin
        state = current_state;
    end
endmodule
`default_nettype wire
`default_nettype none
module Stump_control (input  wire		  rst,
                      input  wire         clk,
		    		  input  wire [3:0]   cc,			  
              	      input  wire [15:0]  ir,			  
                      output wire         fetch,
                      output wire         execute,	      
                      output wire         memory,
                      output wire         ext_op,		      
 		    		  output wire         reg_write,	  
		    		  output wire  [2:0]  dest,		      
		   		 	  output wire  [2:0]  srcA,		      
		    		  output wire  [2:0]  srcB,		      
		    		  output wire  [1:0]  shift_op,
              	      output wire         opB_mux_sel,    
		    		  output wire  [2:0]  alu_func,	      
              	      output wire         cc_en,		  
                      output wire         mem_ren,	      
                      output wire         mem_wen);	      
wire [1:0] state;
Stump_FSM FSM (.clk(clk),
			   .rst(rst),
			   .opcode(ir[15:13]),
			   .state(state));
Stump_control_decode control_decode (.state(state),
									 .cc(cc),
									 .ir(ir),
									 .fetch(fetch),
									 .execute(execute),
									 .memory(memory),
									 .ext_op(ext_op),
									 .reg_write(reg_write),
									 .dest(dest),
									 .srcA(srcA),
									 .srcB(srcB),
									 .shift_op(shift_op),
									 .opB_mux_sel(opB_mux_sel),
									 .alu_func(alu_func),
									 .cc_en(cc_en),
									 .mem_ren(mem_ren),
									 .mem_wen(mem_wen));
endmodule
`default_nettype wire
`default_nettype none
module Stump_control_decode (input  wire [1:0]  state,       
		             		 input  wire [3:0]  cc,          
              	             input  wire [15:0] ir,	         
                             output reg         fetch,
                             output reg         execute,     
                             output reg         memory,
 		             		 output reg         ext_op,		      
 		             		 output reg         reg_write,   
		             		 output reg  [2:0]  dest,	     
		             		 output reg  [2:0]  srcA,	     
		             		 output reg  [2:0]  srcB,	     
		             		 output reg  [1:0]  shift_op,
              	             output reg         opB_mux_sel, 
		             		 output reg  [2:0]  alu_func,    
              	             output reg         cc_en,       
                             output reg         mem_ren,	 
                             output reg         mem_wen		 
                      );
always @ (*)
  begin
    if (state == 0)
      begin
        fetch = 1;
        execute = 0;
        memory = 0;
        ext_op = 0;
        reg_write = 1;
        dest = 3'b111;
        srcA = 3'b111;
        srcB = 3'bx;
        shift_op = 2'b00;
        opB_mux_sel = 1'bx;
        alu_func = 0;
        cc_en = 0;
        mem_ren = 1;
        mem_wen = 0;
      end
    else if (state == 1)
      begin
        fetch = 0;
        execute = 1;
        memory = 0;
        mem_ren = 0;
        mem_wen = 0;
        if (ir[12] == 0)
          begin
            ext_op = 0;
            reg_write = 1;
            dest = ir[10:8];
            srcA = ir[7:5];
            srcB = ir[4:2];
            shift_op = ir[1:0];
            opB_mux_sel = 0;
            alu_func = ir[15:13];
            cc_en = ir[11];
            if (ir[15:13] == 6)
              begin
                reg_write = 0;
                alu_func = 0;
                cc_en = 0;
              end
          end
        else if (ir[12] == 1)
          begin
            if (ir[15:13] != 3'b111)
              begin
                ext_op = 0;
                reg_write = 1;
                dest = ir[10:8];
                srcA = ir[7:5];
                srcB = 3'bx;
                shift_op = 0;
                opB_mux_sel = 1;
                alu_func = ir[15:13];
                cc_en = ir[11];
                if (ir[15:13] == 6)
                  begin
                    reg_write = 0;
                    alu_func = 0;
                    cc_en = 0;
                  end
              end
            else if (ir[15:13] == 3'b111)
              begin
                ext_op = 1;
                reg_write <= Testbranch(ir[11:8], cc);
                dest = 3'b111;
                srcA = 3'b111;
                srcB = 3'bx;
                shift_op = 0;
                opB_mux_sel = 1;
                alu_func = 0;
                cc_en = 0;
              end
          end
      end
    else if (state == 2)
      begin
        fetch = 0;
        execute = 0;
        memory = 1;
        ext_op = 0;
        dest = 3'bx;
        srcA = 3'bx;
        srcB = 3'bx;
        shift_op = 1'bx;
        alu_func = 3'bx;
        cc_en = 0;
        if (ir[11] == 0)
          begin
            reg_write = 1;
            dest = ir[10:8];
            mem_ren = 1;
            mem_wen = 0;
          end
        else if (ir[11] == 1)
          begin
            reg_write = 0;
            srcA = ir[10:8];
            mem_ren = 0;
            mem_wen = 1;
          end
      end
  end
function Testbranch; 		 
input [3:0] condition;		 
input [3:0] CC;				 
reg N, Z, V, C;
begin
  {N,Z,V,C} = CC;			 
  case (condition)
     0 : Testbranch =   1;	 
     1 : Testbranch =   0;	 
     2 : Testbranch = ~(C|Z);
     3 : Testbranch =   C|Z;
     4 : Testbranch =  ~C;
     5 : Testbranch =   C;
     6 : Testbranch =  ~Z;
     7 : Testbranch =   Z;
     8 : Testbranch =  ~V;
     9 : Testbranch =   V;
    10 : Testbranch =  ~N;
    11 : Testbranch =   N;
    12 : Testbranch =   V~^N;
    13 : Testbranch =   V^N;
    14 : Testbranch = ~((V^N)|Z) ;
    15 : Testbranch =  ((V^N)|Z) ;
  endcase
end
endfunction
endmodule
`default_nettype wire
```

## constraint.sdc

```tcl
current_design Stump_control

set clk_period 1.0
set clk_io_pct 0.2

create_clock -name clk0 -period $clk_period [get_ports {clk}]

set non_clock_inputs [all_inputs -no_clocks]
set_input_delay [expr $clk_period * $clk_io_pct] -clock clk0 $non_clock_inputs
set_output_delay [expr $clk_period * $clk_io_pct] -clock clk0 [all_outputs]
```

## config.mk

```make
export PLATFORM = sky130hd
export DESIGN_NAME = Stump_control
export DESIGN_NICKNAME = Stump_control
export VERILOG_FILES = /design/flow/design.v
export SDC_FILE = /design/flow/constraint.sdc
export NUM_CORES = 4
export LEC_CHECK = 1
export CORE_AREA = 10 10 85 85
export DIE_AREA = 0 0 95 95
```

## run.sh

```bash
#!/bin/bash
# OpenROAD 26Q1-2900-gdf79404cd8, Yosys 0.63+post, stock flow scripts
make -C /OpenROAD-flow-scripts/flow DESIGN_CONFIG=/design/flow/config.mk WORK_HOME=/design/flow/orfs finish
```

==> report_table.html <==
<h3>Run summary</h3>
<table>
<tr><th>Metric</th><th>Value</th></tr>
<tr><th colspan="2">Power and ir drop</th></tr>
<tr><td>Power Dens Cells</td><td>566.6 mW/mm^2</td></tr>
<tr><td>Share of total power in the clock network</td><td>45.3%</td></tr>
<tr><td>Total power</td><td>0.0007763 W</td></tr>
<tr><td>Static Leakage</td><td>0.5933 nW</td></tr>
<tr><td>Sw power</td><td>0.0001631 W</td></tr>
<tr><td>Largest voltage drop on the vdd net</td><td>0.2569 mV</td></tr>
<tr><td>Logic pwr share</td><td>32.4%</td></tr>
<tr><td>Register share of total power</td><td>22.3%</td></tr>
<tr><td>Internal power</td><td>0.0006132 W</td></tr>
<tr><td>Sw frac</td><td>21.01%</td></tr>
<tr><th colspan="2">Timing</th></tr>
<tr><td>Final Max Tran Viols</td><td>0</td></tr>
<tr><td>Highest achievable clock rate</td><td>1062 MHz</td></tr>
<tr><td>Count of unclocked register or latch pins</td><td>23</td></tr>
<tr><td>Setup slack after layout</td><td>0.05882 ns</td></tr>
<tr><td>Worst slack on hold paths</td><td>0.1555 ns</td></tr>
<tr><td>Final Hold Violation Tally</td><td>0</td></tr>
<tr><td>Count of endpoints without a timing constraint</td><td>46</td></tr>
<tr><td>Final setup fails</td><td>0</td></tr>
<tr><td>Transition at the pin with the smallest max-transition slack</td><td>0.6723 ns</td></tr>
<tr><td>Crit path time final</td><td>0.9412 ns</td></tr>
<tr><td>Unrepaired setup endpoints after global routing</td><td>false</td></tr>
<tr><td>Post-layout period usage of the worst path</td><td>94.12%</td></tr>
<tr><td>Setup Skew</td><td>0.001708 ns</td></tr>
<tr><td>Slew headroom</td><td>54.93%</td></tr>
<tr><th colspan="2">Synth</th></tr>
<tr><td>Cell accounting for the most synthesized area</td><td>dlxtn_1</td></tr>
<tr><td>Post-synthesis average cell area</td><td>9.079 sq um</td></tr>
<tr><td>Post-synthesis instance area</td><td>744.5 sq um</td></tr>
<tr><td>Dominant register cell</td><td>dlxtn_1</td></tr>
<tr><td>Top cell area share</td><td>46.39%</td></tr>
<tr><td>Ys cells</td><td>82</td></tr>
<tr><td>Number of distinct library cells after synthesis</td><td>25</td></tr>
<tr><td>Register bit count reported by yosys</td><td>26</td></tr>
<tr><td>Share of flip-flops with an asynchronous set or reset</td><td>11.54%</td></tr>
<tr><td>Number of enable flip-flop cells</td><td>0</td></tr>
<tr><td>Synthesis warning total</td><td>2</td></tr>
<tr><td>Top cells by area</td><td>dlxtn_1 46%, dfrtp_1 6.7%, nand2b_1 5.9%</td></tr>
<tr><td>Yosys stat chip area</td><td>744.5 sq um</td></tr>
<tr><td>Most numerous cell types in the synthesized netlist</td><td>23 x dlxtn_1, 8 x nor2_1, 7 x a21oi_1, 7 x nand2b_1</td></tr>
<tr><td>Dominant cell by count in the synthesized netlist</td><td>dlxtn_1</td></tr>
<tr><td>Cells after Synth</td><td>82</td></tr>
<tr><th colspan="2">Drt</th></tr>
<tr><td>Via-to-Cell Ratio</td><td>3.478</td></tr>
<tr><td>Total routed wirelength</td><td>2415 microns</td></tr>
<tr><td>Total met2 wirelength after detailed routing</td><td>1152 microns</td></tr>
<tr><td>DRC violations left</td><td>0</td></tr>
<tr><td>Routed Antenna Nets</td><td>0</td></tr>
<tr><td>Count of inserted antenna diode cells</td><td>0</td></tr>
<tr><td>Routed length per placed instance</td><td>11.67 microns</td></tr>
<tr><td>Post-route met1 wirelength</td><td>956 microns</td></tr>
<tr><td>Overall via count from detail_route</td><td>720</td></tr>
<tr><td>Top layer reached by signal wires</td><td>met3</td></tr>
<tr><td>Number of iterations in the first detailed-routing pass</td><td>4</td></tr>
<tr><td>Met3 WL</td><td>306 microns</td></tr>
<tr><td>Initial DRC count</td><td>32</td></tr>
<tr><th colspan="2">Die</th></tr>
<tr><td>Top-level port count</td><td>45</td></tr>
<tr><td>Core outline area</td><td>0.005473 sq mm</td></tr>
<tr><td>Die Area</td><td>0.009025 sq mm</td></tr>
<tr><td>Die Wd</td><td>95 microns</td></tr>
<tr><td>Init Core Util</td><td>13.60%</td></tr>
<tr><td>Vertical extent of the die</td><td>95 microns</td></tr>
<tr><td>Placement row count</td><td>27</td></tr>
<tr><th colspan="2">Worst setup path</th></tr>
<tr><td>Endpoint kind of the worst setup timing path</td><td>flop</td></tr>
<tr><td>Data arrival time at the worst-slack endpoint</td><td>1.08 ns</td></tr>
<tr><td>Category of the worst setup path launch point</td><td>primary input</td></tr>
<tr><td>Critical path type</td><td>primary input to flop</td></tr>
<tr><td>Highest net fanout along the worst path</td><td>3</td></tr>
<tr><td>CP required</td><td>1.14 ns</td></tr>
<tr><th colspan="2">Clock network</th></tr>
<tr><td>Post-CTS Hold Fix Bufs</td><td>0</td></tr>
<tr><td>Maximum level of the CTS H-tree</td><td>1</td></tr>
<tr><td>Post-CTS setup buffer count</td><td>0</td></tr>
<tr><td>Post-CTS clock slew at the launch and capture registers of the worst setup and hold paths</td><td>0.03 ns</td></tr>
<tr><td>Total of cells resized after clock tree synthesis</td><td>0</td></tr>
<tr><td>Deepest clock path buffer count</td><td>2</td></tr>
<tr><td>Number of buffers added by the clock tree synthesis step</td><td>3</td></tr>
<tr><td>Root Buffer Master</td><td>clkbuf_8</td></tr>
<tr><td>Worst-Skew Late Latency</td><td>0.21 ns</td></tr>
<tr><td>CTS tree</td><td>yes</td></tr>
<tr><th colspan="2">Placed design</th></tr>
<tr><td>Half-perimeter wire length of the detailed placement result</td><td>2092 microns</td></tr>
<tr><td>IO buf count</td><td>44</td></tr>
<tr><td>Placer's final routability congestion estimate</td><td>0.7689</td></tr>
<tr><td>Post-DP Area</td><td>0.001325 sq mm</td></tr>
<tr><td>Pre-CTS setup slack</td><td>-0.1120 ns</td></tr>
<tr><td>Cell total after placement</td><td>203</td></tr>
<tr><th colspan="2">GRT</th></tr>
<tr><td>Antenna violations before repair</td><td>0</td></tr>
<tr><td>Remaining global-route overflow</td><td>0</td></tr>
<tr><td>Global-route wire length before repair</td><td>3622 microns</td></tr>
<tr><td>Overall fraction of global-route tracks in use</td><td>5.054%</td></tr>
<tr><td>Maximum number of pins on one net before global-route repair</td><td>13</td></tr>
<tr><td>Via count of the first global-routing pass</td><td>743</td></tr>
<tr><th colspan="2">Cells and area</th></tr>
<tr><td>Fraction of final layout cells sized beyond drive strength 1</td><td>12.59%</td></tr>
<tr><td>Count of placed standard cells in the final layout, fillers left out</td><td>207</td></tr>
<tr><td>Synth-to-Final Area Change</td><td>84.03%</td></tr>
<tr><td>Post-route design area</td><td>0.001370 sq mm</td></tr>
<tr><th colspan="2">Run</th></tr>
<tr><td>Tool warnings</td><td>25</td></tr>
<tr><td>Number of violations of the max-capacitance limit</td><td>0</td></tr>
<tr><th colspan="2">Run status</th></tr>
<tr><td>Status</td><td>finished clean</td></tr>
<tr><th colspan="2">Worst hold path</th></tr>
<tr><td>Min-Delay Path Class</td><td>primary input to asynchronous set/reset pin</td></tr>
</table>
## cells in the final DEF, fill, tap and decap left out, types with 2 or more instances in the layout
master,instances
clkdlybuf4s50_1,44
dlxtn_1,23
nor2_1,8
a21oi_1,7
nand2b_1,7
buf_4,7
nand2_1,4
nor3b_1,4
inv_1,4
or2_2,3
clkbuf_8,3
dfrtp_1,2
o21ai_0,2
xor2_1,2
## worst max-delay path, stage by stage
cell	delay [ns]
clkdlybuf4s50_1	0.48
nand2_1	0.11
o21ai_0	0.20
nand2b_1	0.08
## final timing paths
| kind | from | to | slack [ns] | cells past startpoint |
|---|---|---|---|---|
| min in group clk0 | FSM.current_state[0] | FSM.current_state[2] | 0.40 | 0 |
| hold / removal | rst | FSM.current_state[2] | 0.16 | 2 |
| setup / recovery | ir[15] | FSM.current_state[0] | 0.06 | 4 |
| setup reg to reg | FSM.current_state[2] | FSM.current_state[0] | 0.27 | 2 |
| hold reg to reg | FSM.current_state[0] | FSM.current_state[2] | 0.40 | 0 |
| max in group asynchronous | rst | FSM.current_state[0] | 0.63 | 2 |
## state kept, by name, indices dropped and copies added (netlist names)
register / count
FSM.current_state: 3
control_decode.alu_func: 3
control_decode.shift_op: 2
control_decode.srcA: 3
control_decode.ext_op: 1
control_decode.fetch: 1
control_decode.srcB: 3
control_decode.cc_en: 1
control_decode.memory: 1
control_decode.opB_mux_sel: 1
control_decode.mem_wen: 1
control_decode.reg_write: 1
control_decode.mem_ren: 1
control_decode.execute: 1
control_decode.dest: 3
## power by group through the flow
stage	sequential, W	clock, W	combinational (W)
after CTS	0.000174	0.000362	0.000257
after global routing	0.000176	0.000373	0.000278
final	0.000173	0.000352	0.000251
## through the flow
| step | setup TNS, ns | util, % |
|---|---|---|
| CTS | 0 | 25.03 |
| detailed placement | -0.1641 | 24.21 |
| finish | 0 | 25.03 |
| global placement | -0.1228 | 24.21 |
| global route | 0 | 25.03 |
| floorplan | 0 | - |
## routing by layer
metal | global-route usage [%] | vias up
met5 | 0 | -
met4 | 0.6234 | 0
met3 | 2.244 | 0
li1 | - | 381
met1 | 5.688 | 316
met2 | 8.867 | 23
## area by class of cell
type | count | area (sq um)
fill | 609 | 4103
timing repair buffer | 51 | 493.0
sequential | 26 | 421.7
multi-input combinational | 50 | 305.3
tap | 72 | 90.09
clock buffer | 4 | 45.04
inverter | 4 | 15.01
## cells by family (layout without fill, tap and decap cells)
group                  count (synthesis)  after routing  share of synthesized area [%]
flip-flops                             3              3                          10.25
buffers and inverters                  6             59                          3.025
AND-OR/OR-AND                         15             15                          12.77
latches                               23             23                          46.39
XOR/XNOR                               2              2                          2.353
AND/OR/NAND/NOR                       32             32                          23.19
multiplexers                           1              1                          2.016
Power figures rest on the tool's default switching activity, not on a simulated workload.
